==> /design/flow/run.sh <==
#!/bin/bash
# OpenROAD 26Q1-2900-gdf79404cd8, Yosys 0.63+post, stock flow scripts
make -C /OpenROAD-flow-scripts/flow DESIGN_CONFIG=/design/flow/config.mk WORK_HOME=/design/flow/orfs finish
==> /design/flow/design.v <==
module Decode (
    input clk,
    input [3:0] D_icode,D_ifun,D_rA,D_rB,
    input [63:0] D_valC,D_valP,
    input [0:3] D_stat,
    input [3:0] e_dstE,M_dstE,M_dstM,W_dstE,W_dstM,
    input [63:0] e_valE,m_valM,M_valE,W_valM,W_valE,
    input E_bubble,
    input [3:0] W_icode,
    output reg [63:0] rax,rbx,rcx,rdx,rsp,rbp,rsi,rbi,r8,r9,r10,r11,r12,r13,r14,
    output reg [3:0] E_icode, E_ifun, E_dstE, E_dstM, E_srcA, E_srcB,   
    output reg [63:0] E_valC, E_valA, E_valB,        
    output reg [0:3] E_stat,
    output reg [3:0] d_srcA,d_srcB  
);
    reg [3:0] d_dstE, d_dstM;
    reg [63:0] d_valA, d_valB;                                      
    reg [63:0] d_rvalA, d_rvalB;                                    
    reg [63:0] reg_file[0:14];                                      
    initial begin
        reg_file[0] = 64'd0;         
        reg_file[1] = 64'd0;         
        reg_file[2] = 64'd0;        
        reg_file[3] = 64'd0;        
        reg_file[4] = 64'd256;        
        reg_file[5] = 64'd64;         
        reg_file[6] = 64'd0;       
        reg_file[7] = 64'd0;      
        reg_file[8] = 64'd0;     
        reg_file[9] = 64'd0;     
        reg_file[10] = 64'd0;     
        reg_file[11] = 64'd0;     
        reg_file[12] = 64'd0;         
        reg_file[13] = 64'd0;      
        reg_file[14] = 64'd0;      
    end
    always @(*) begin
        if (D_icode == 4'b0000) begin  
    end else if (D_icode == 4'b0001) begin  
    end else if (D_icode == 4'b0010) begin  
        d_srcA = D_rA;
        d_dstE = D_rB;
        d_rvalA = reg_file[d_srcA];
        d_rvalB = 64'd0;
    end else if (D_icode == 4'b0011) begin  
        d_dstE = D_rB;
    end else if (D_icode == 4'b0100) begin  
        d_srcA = D_rA;
        d_srcB = D_rB;
        d_rvalA = reg_file[d_srcA];
        d_rvalB = reg_file[d_srcB];
    end else if (D_icode == 4'b0101) begin  
        d_srcB = D_rB;
        d_dstM = D_rA;
        d_rvalB = reg_file[d_srcB];
    end else if (D_icode == 4'b0110) begin  
        d_srcA = D_rA;
        d_srcB = D_rB;
        d_dstE = D_rB;
        d_rvalA = reg_file[d_srcA];
        d_rvalB = reg_file[d_srcB];
    end else if (D_icode == 4'b0111) begin  
    end else if (D_icode == 4'b1000) begin  
        d_srcB = 4;
        d_dstE = 4;
        d_rvalB = reg_file[4];
    end else if (D_icode == 4'b1001) begin  
        d_srcA = 4;
        d_srcB = 4;
        d_dstE = 4;
        d_rvalA = reg_file[4];
        d_rvalB = reg_file[4];
    end else if (D_icode == 4'b1010) begin  
        d_srcA = D_rA;
        d_srcB = 4;
        d_dstE = 4;
        d_rvalA = reg_file[d_srcA];
        d_rvalB = reg_file[4];
    end else if (D_icode == 4'b1011) begin  
        d_srcA = 4;
        d_srcB = 4;
        d_dstE = 4;
        d_dstM = D_rA;
        d_rvalA = reg_file[4];
        d_rvalB = reg_file[4];
    end else begin
        d_srcA = 4'hF;
        d_srcB = 4'hF;
        d_dstE = 4'hF;
        d_dstM = 4'hF;
    end
    end
    always @(*) begin
    case(D_icode)
    4'b1000, 4'b0111: d_valA = D_valP;
    default: begin
        case(d_srcA)
            e_dstE: d_valA = e_valE;
            M_dstM: d_valA = m_valM;
            M_dstE: d_valA = M_valE;
            W_dstM: d_valA = W_valM;
            W_dstE: d_valA = W_valE;
            default: d_valA = d_rvalA;
        endcase
    end
endcase
case(d_srcB)
    e_dstE: d_valB = e_valE;
    M_dstM: d_valB = m_valM;
    M_dstE: d_valB = M_valE;
    W_dstM: d_valB = W_valM;
    W_dstE: d_valB = W_valE;
    default: d_valB = d_rvalB;
endcase
    end
    always @(*) begin
        if (W_icode == 4'b0000) begin  
end else if (W_icode == 4'b0001) begin  
end else if (W_icode == 4'b0010) begin  
    reg_file[W_dstE] = W_valE;
end else if (W_icode == 4'b0011) begin  
    reg_file[W_dstE] = W_valE;
end else if (W_icode == 4'b0100) begin  
end else if (W_icode == 4'b0101) begin  
    reg_file[W_dstM] = W_valM;
end else if (W_icode == 4'b0110) begin  
    reg_file[W_dstE] = W_valE;
end else if (W_icode == 4'b0111) begin  
    reg_file[W_dstE] = W_valE;
end else if (W_icode == 4'b1000) begin  
    reg_file[W_dstE] = W_valE;
end else if (W_icode == 4'b1001) begin  
    reg_file[W_dstE] = W_valE;
end else if (W_icode == 4'b1010) begin  
    reg_file[W_dstE] = W_valE;
end else if (W_icode == 4'b1011) begin  
    reg_file[W_dstE] = W_valE;
    reg_file[W_dstM] = W_valM;
end
    end
    always @(*) begin
        rax <= reg_file[0];    
        rcx <= reg_file[1];    
        rdx <= reg_file[2];    
        rbx <= reg_file[3];    
        rsp <= reg_file[4];    
        rbp <= reg_file[5];    
        rsi <= reg_file[6];    
        rbi <= reg_file[7];    
        r8  <= reg_file[8];    
        r9  <= reg_file[9];    
        r10 <= reg_file[10];
        r11 <= reg_file[11];
        r12 <= reg_file[12];
        r13 <= reg_file[13];
        r14 <= reg_file[14];
    end
    always @(posedge clk ) begin
        if (E_bubble == 1'b1) begin
            E_icode <= 4'h1;
            E_ifun <= 4'h0;
            E_valC <= 4'h0;
            E_valA <= 4'h0;
            E_valB <= 4'h0;
            E_dstE <= 4'hF;
            E_dstM <= 4'hF;
            E_srcA <= 4'hF;
            E_srcB <= 4'hF;
            E_stat <= 4'h1;
        end    
        else   begin
            E_icode <= D_icode;
            E_ifun <= D_ifun;
            E_srcA <= d_srcA;
            E_srcB <= d_srcB;
            E_dstE <= d_dstE;
            E_dstM <= d_dstM;
            E_valA <= d_valA;
            E_valB <= d_valB;
            E_valC <= D_valC;
            E_stat <= D_stat;
        end
    end
endmodule
==> /design/flow/config.mk <==
export PLATFORM = sky130hd
export DESIGN_NAME = Decode
export DESIGN_NICKNAME = Decode
export VERILOG_FILES = /design/flow/design.v
export SDC_FILE = /design/flow/constraint.sdc
export NUM_CORES = 4
export LEC_CHECK = 1
export CORE_AREA = 10 10 641 641
export DIE_AREA = 0 0 651 651
==> /design/flow/constraint.sdc <==
current_design Decode

set clk_period 23.4
set clk_io_pct 0.2

create_clock -name clk0 -period $clk_period [get_ports {clk}]

set non_clock_inputs [all_inputs -no_clocks]
set_input_delay [expr $clk_period * $clk_io_pct] -clock clk0 $non_clock_inputs
set_output_delay [expr $clk_period * $clk_io_pct] -clock clk0 [all_outputs]
==> commit_impl_results.txt <==
Update PnR metrics after Yosys + OpenROAD run

- Result of the run: finished, violations left
* Failing checks: slew limit
- The first global-routing pass estimated roughly 840 mm of wire.
* Transition time of the tightest slew-check pin: 1.60 ns
- Setup-violating endpoint count in the final report: 0
- The number of global-route vias before repair is around 64k.
* Unique cell types: 74
* Mean Syn Cell Area: a little over 9 sq um
- Number of pins exceeding their max-slew limit in the final report: 4
- Wirelength, routed: 687 mm
* Peak Freq: 123 MHz
- Of all nets on the critical path, the largest fanout is 27.
* Number of placed cells counting well taps: 12.6k
* CTS clock-pin slew for the worst setup and hold paths: around 0.070 ns
- Reg area: 21000 sq um
- Checking max transition, the worst relative margin is -6.57%.
- Post-layout util: 20.3%
- The setup path with the least slack is of type in -> reg.
- Share of flip-flops with an asynchronous set or reset: 0%
- The worst setup path is captured at a flop.
- Of the post-synthesis cell area, the part taken by muxes is 23.8%.
* Overall chip area: about 420000 sq um
- Power density relative to cell area: between 30 and 40 nW/um^2
* Avg Vias per Cell: 5.39
- The worst-case IR drop observed on VDD is 0.0000554 V.
- approximately 2.1k endpoints have no timing constraint.
* Setup repair after global routing missed its margin: no
* Setup_tns: 0 ns
- Count of library flops with an enable pin: 0
- For the worst setup path, the data required time is 24.03 ns.
- Netlist area before placement: 54900 sq um
- Number of CTS-inserted buffers: 38
- Startpoint types: input pin
- Number of routed nets with antenna violations: 0
- Synthesis inferred about 1.3k register bits.
- Worst path arrival time: 8.73 ns
- Of the cells placed in the final design, the portion with a size suffix greater than 1 is roughly a fifth.
- Per the log, the first TritonRoute iteration ended with a DRC count of roughly 10k.
* Minimum clock period after layout: between 8 and 9 ns
- Mapped Cells: 5965
* Number of max-capacitance violations reported: 0
- In the finished design, the share of the clock period the worst path needs comes to 34.6%.
- Overall via count from detail_route: 68.6k
- CTS max path bufs: 3
- Synth Area in Compound Gates: roughly a quarter
- Die W: 651 um
- Largest non-sequential cell family by area: AND-OR/OR-AND gates
* Largest net degree at the start of global routing: 53
- The biggest area contributor in the post-synthesis netlist is dlxtn_1.
- Yosys warns: 2
* Effective utilization at floorplan: between 10% and 20%
- Total routing usage reported by global routing: 31.4%
- The final layout report lists a filler cell count of 43.5k.
* Worst hold path class: in -> reg
* Half-perimeter wire length of the detailed placement result: 544 mm
- Count of TritonRoute iterations in the first routing pass: 13
* CTS H-tree depth: 2
- Routed wirelength normalized by instance count: 54.0 um
- Biggest area contributors in the synthesized netlist: dlxtn_1 (30%), mux2_2 (20%), dfxtp_1 (8.0%)
- In the hold report, the worst path ends at E_valA[60].
* Resized cells post-CTS: 0
- Area delta synth->final: 46.6%
- The stat command in Yosys gives a chip area of 54900 sq um.
* Final estimated routing congestion in global placement: 1.03
- The timer found 1104 register pins that no clock reaches; their paths are not timed.
* Number of top-level design ports: 1682
* Most common reg cell: dlxtn_1
* OpenROAD warning count: 25
- Die outline height: 651 um
- The finished layout holds 12.7k standard cells, fillers aside.
* Number of hold-slack violations in the final timing report: 0
- TritonCTS built the clock tree.
- Per the CTS log, the root buffer master is clkbuf_16.
- Leakage power: 30.2 nW
- In this run, post-CTS hold repair placed 0 buffers.
* Adder Share, Synth: 0%
- Leaving out buffers and inverters, the combinational logic in the layout accounts for approximately 32000 sq um.
* Number of cells in the yosys synthesis report: around 6.0k
- Port buffering added 1681 buffers.
- The synthesized design devotes to its leading area cell type 30.2% of total area.
- Per the GRT congestion report, total overflow comes to 0.
* Number of post-CTS setup repair buffers: 0
- Initial antenna violation count: about 130
* Number of DRC violations after detailed routing: 0
- # rows: 231
- Synthesized-area fraction occupied by xor and xnor cells: less than 1%
- Post-synthesis simple-gate area fraction: under 10%
* Worst Hold Path Cells: 2
* Hold Path Origin: E_bubble
* Core footprint: roughly 400000 sq um
## where the power goes
group	internal [W]	total (W)	switching [W]
Clock	0.000357	0.000645	0.000288
Sequential	0.000613	0.000841	0.000227
Combinational	0.000608	0.00155	0.000946
## kinds of logic (layout without fill, tap and decap cells)
group / after synthesis / count (layout)
AOI/OAI and AO/OA: 1905 / 1905
latches: 1104 / 1104
and+or+nand+nor: 850 / 850
other: 0 / 72
DFF: 220 / 220
buffers and inverters: 678 / 2112
xor gates and xnor gates: 40 / 40
muxes: 1168 / 1168
## worst max-delay path, stage by stage
cell and delay [ns]:
clkdlybuf4s50_1 0.74, nand2b_1 0.45, nor2_1 0.15, or2_4 0.39, nor2_4 0.65, buf_4 0.73
buf_4 0.50, a22oi_1 0.14, o32ai_1 0.17
## area by class of cell
class	count	share of cell area (%)
Clock buffer	48	1.27
Timing Repair Buffer	2029	24.2
Antenna cell	72	0.224
Sequential cell	1324	26.1
Inverter	16	0.0855
Clock inverter	19	0.345
Multi-Input combinational cell	3963	39.7
Tap cell	5242	8.15
## stage by stage
step                hold slack, ns  instance area (sq um)  worst slack, ns  power [W]
global route                  4.39                  80300            15.18    0.00309
CTS                           4.34                  80300            15.42    0.00301
global placement              5.14                  79000            14.48    0.00235
detailed placement            5.15                  79000            14.66    0.00234
floorplan                     4.78                  54900            16.85    0.00115
finish                        4.40                  80500            15.29    0.00304
## layer usage
layer	global-route usage, %	vias to the layer above	share of wire [%]
li1	-	25708	-
met1	32.3	33626	32
met2	45.6	6993	41
met3	19.0	2204	15
met4	25.2	47	11
met5	2.45	-	0.20
## state kept, by name, indices dropped and copies added, names as in the netlist, 64 cells and up
name and flops:
d_rvalA 64, reg_file 960, E_valB 64, E_valC 64, E_valA 64, d_rvalB 64
## worst max-delay path by stage
| stage | from | end |
|---|---|---|
| global route | D_icode[2] | E_valA[42] |
| CTS | D_icode[2] | E_valA[42] |
| finish | D_icode[2] | E_valA[42] |
## cells in the mapped netlist (30+ instances only)
cell type / count
dlxtn_1: 1104
mux2_2: 988
a22oi_1: 527
clkbuf_1: 459
o21ai_0: 296
o22ai_1: 245
nand2_1: 244
dfxtp_1: 220
a21oi_1: 184
buf_2: 174
nor2_1: 160
mux2i_1: 115
nor2b_1: 99
nand3_1: 97
a222oi_1: 89
o221ai_1: 81
a21o_1: 79
o32ai_1: 78
a211oi_1: 74
nand4_1: 74
mux2_1: 60
a221oi_1: 57
nor3_1: 42
a22o_1: 36
or2_2: 30
## cells in the final DEF, fill, tap and decap left out, types with 78 or more instances in the layout
| cell type | synthesis | layout |
|---|---|---|
| mux2_2 | 988 | 988 |
| dfxtp_1 | 220 | 220 |
| o22ai_1 | 245 | 244 |
| o21ai_0 | 296 | 296 |
| buf_4 | 1 | 348 |
| a21o_1 | 79 | 78 |
| nand2_1 | 244 | 226 |
| a222oi_1 | 89 | 89 |
| a21oi_1 | 184 | 182 |
| nor2_1 | 160 | 130 |
| mux2i_1 | 115 | 115 |
| o221ai_1 | 81 | 81 |
| a22oi_1 | 527 | 525 |
| dlxtn_1 | 1104 | 1104 |
| nand3_1 | 97 | 95 |
| o32ai_1 | 78 | 78 |
| clkdlybuf4s50_1 | 0 | 1676 |
| nor2b_1 | 99 | 87 |
No activity file was given, so power comes from the tool's default toggle rates.
