[flow/design.v]
module decode_writeback(
  input clk, 
  input cnd,
  input [3:0] icode,
  input [3:0] rA,
  input [3:0] rB,
  input [63:0] valE,
  input [63:0] valM,
  output reg [63:0] valA,
  output reg [63:0] valB,
  output reg [63:0] rax,
  output reg [63:0] rcx,
  output reg [63:0] rdx,
  output reg [63:0] rbx,
  output reg [63:0] rsp,
  output reg [63:0] rbp,
  output reg [63:0] rsi,
  output reg [63:0] rdi,
  output reg [63:0] r8,
  output reg [63:0] r9,
  output reg [63:0] r10,
  output reg [63:0] r11,
  output reg [63:0] r12,
  output reg [63:0] r13,
  output reg [63:0] r14
);
  reg [63:0] reg_mem[0:14];
initial begin
  reg_mem[0]=64'd0;
  reg_mem[1]=64'd1;
  reg_mem[2]=64'd2;
  reg_mem[3]=64'd3;
  reg_mem[4]=64'd4;
  reg_mem[5]=64'd5;
  reg_mem[6]=64'd6;
  reg_mem[7]=64'd7;
  reg_mem[8]=64'd8;
  reg_mem[9]=64'd9;
  reg_mem[10]=64'd10;
  reg_mem[11]=64'd11;
  reg_mem[12]=64'd12;
  reg_mem[13]=64'd13;
  reg_mem[14]=64'd14;
end
always@(*)
  begin
    valA = (icode == 4'b0010) ? reg_mem[rA] :
           (icode == 4'b0100 || icode == 4'b0110 || icode == 4'b1010) ? reg_mem[rA] :
           (icode == 4'b1001 || icode == 4'b1011) ? reg_mem[4] : 0;  
    valB = (icode == 4'b0100 || icode == 4'b0101 || icode == 4'b0110) ? reg_mem[rB] :
           (icode == 4'b1000 || icode == 4'b1010 || icode == 4'b1001 || icode == 4'b1011 ) ? reg_mem[4] : 0;  
    rax = reg_mem[0];
    rcx = reg_mem[1];
    rdx = reg_mem[2];
    rbx = reg_mem[3];
    rsp = reg_mem[4];
    rbp = reg_mem[5];
    rsi = reg_mem[6];
    rdi = reg_mem[7];
    r8 = reg_mem[8];
    r9 = reg_mem[9];
    r10 = reg_mem[10];
    r11 = reg_mem[11];
    r12 = reg_mem[12];
    r13 = reg_mem[13];
    r14 = reg_mem[14];
  end
always @(negedge clk) begin
    case (icode)
        4'b0010: begin  
            if (cnd) begin
                reg_mem[rB] = valE;
            end
        end
        4'b0011: begin  
            reg_mem[rB] = valE;
        end
        4'b0101: begin  
            reg_mem[rA] = valM;
        end
        4'b0110: begin  
            reg_mem[rB] = valE;
        end
        4'b1000: begin  
            reg_mem[4] = valE;
        end
        4'b1001: begin  
            reg_mem[4] = valE;
        end
        4'b1010: begin  
            reg_mem[4] = valE;
        end
        4'b1011: begin  
            reg_mem[4] = valE;
            reg_mem[rA] = valM;
        end
        default: begin
        end
    endcase
    rax = reg_mem[0];
    rcx = reg_mem[1];
    rdx = reg_mem[2];
    rbx = reg_mem[3];
    rsp = reg_mem[4];
    rbp = reg_mem[5];
    rsi = reg_mem[6];
    rdi = reg_mem[7];
    r8 = reg_mem[8];
    r9 = reg_mem[9];
    r10 = reg_mem[10];
    r11 = reg_mem[11];
    r12 = reg_mem[12];
    r13 = reg_mem[13];
    r14 = reg_mem[14];
end
endmodule
[flow/run.sh]
#!/bin/bash
# OpenROAD 26Q1-2900-gdf79404cd8, Yosys 0.63+post, stock flow scripts
make -C /OpenROAD-flow-scripts/flow DESIGN_CONFIG=/design/flow/config.mk WORK_HOME=/design/flow/orfs finish
[flow/config.mk]
export PLATFORM = sky130hd
export DESIGN_NAME = decode_writeback
export DESIGN_NICKNAME = decode_writeback
export VERILOG_FILES = /design/flow/design.v
export SDC_FILE = /design/flow/constraint.sdc
export NUM_CORES = 4
export LEC_CHECK = 1
export CORE_AREA = 10 10 588 588
export DIE_AREA = 0 0 598 598
[flow/constraint.sdc]
current_design decode_writeback

set clk_period 20.3
set clk_io_pct 0.2

create_clock -name clk0 -period $clk_period [get_ports {clk}]

set non_clock_inputs [all_inputs -no_clocks]
set_input_delay [expr $clk_period * $clk_io_pct] -clock clk0 $non_clock_inputs
set_output_delay [expr $clk_period * $clk_io_pct] -clock clk0 [all_outputs]
==> impl_results.html <==
<h3>Flow metrics</h3>
<table>
<tr><th>Metric</th><th>Value</th></tr>
<tr><th colspan="2">Logic synthesis</th></tr>
<tr><td>Post-synthesis cell type count</td><td>85</td></tr>
<tr><td>Flop and latch count out of synthesis</td><td>960</td></tr>
<tr><td>Share of flip-flops with an asynchronous set or reset after synthesis</td><td>0</td></tr>
<tr><td>Average footprint of a synthesized cell</td><td>12.24 µm²</td></tr>
<tr><td>Library cell with the highest instance count after synthesis</td><td>sky130_fd_sc_hd__edfxtp_1</td></tr>
<tr><td>Synthesis warning total</td><td>962</td></tr>
<tr><td>Number of standard cells reported by yosys</td><td>3,936</td></tr>
<tr><td>Dominant cell type by area after synthesis</td><td>sky130_fd_sc_hd__edfxtp_1</td></tr>
<tr><td>Sequential cell area fraction in the yosys report</td><td>0.5983</td></tr>
<tr><td>Synthesized chip area reported by yosys</td><td>0.04818 mm²</td></tr>
<tr><td>Top area cell types</td><td>sky130_fd_sc_hd__edfxtp_1 60%, sky130_fd_sc_hd__a22oi_1 5.7%, sky130_fd_sc_hd__nand2_1 3.5%</td></tr>
<tr><td>Post-Syn Instances</td><td>3,936</td></tr>
<tr><td>Share of Yosys cell area claimed by the top area cell type</td><td>0.5983</td></tr>
<tr><td>Leading cell types by count after synthesis</td><td>960 x sky130_fd_sc_hd__edfxtp_1, 453 x sky130_fd_sc_hd__nand2_1, 366 x sky130_fd_sc_hd__a22oi_1, 290 x sky130_fd_sc_hd__o21ai_0, 159 x sky130_fd_sc_hd__a21oi_1</td></tr>
<tr><td>Flip-flops with a built-in enable</td><td>960</td></tr>
<tr><td>Cell Area, Synth</td><td>0.04818 mm²</td></tr>
<tr><td>Commonest flop</td><td>sky130_fd_sc_hd__edfxtp_1</td></tr>
<tr><th colspan="2">Global route</th></tr>
<tr><td>Pin count of the biggest net entering global routing</td><td>61</td></tr>
<tr><td>Congestion Overflow GR</td><td>0</td></tr>
<tr><td>Number of global-route vias before repair</td><td>56,016</td></tr>
<tr><td>Number of antenna violations at the first check in global routing</td><td>113</td></tr>
<tr><td>Global-route wire length before repair</td><td>632.9 mm</td></tr>
<tr><td>Total track usage</td><td>0.2826</td></tr>
<tr><th colspan="2">Finish</th></tr>
<tr><td>Fillers</td><td>35,130</td></tr>
<tr><td>Design area</td><td>0.07452 mm²</td></tr>
<tr><td>Non-filler cells, final</td><td>10,642</td></tr>
<tr><td>Share of final-layout standard cells stronger than drive strength 1</td><td>0.1107</td></tr>
<tr><td>Growth of design area from synthesis to finish</td><td>54.68%</td></tr>
<tr><th colspan="2">Detailed routing</th></tr>
<tr><td>Violation count after the first detailed-route iteration</td><td>7,279</td></tr>
<tr><td>Post-Route WL</td><td>512.3 mm</td></tr>
<tr><td>Number of remaining DRC errors</td><td>0</td></tr>
<tr><td>First-pass DRT Iterations</td><td>17</td></tr>
<tr><td>DR vias</td><td>54,492</td></tr>
<tr><td>Via count normalized by instance count</td><td>5.120</td></tr>
<tr><td>Routed len/inst</td><td>48.14 µm</td></tr>
<tr><td>Routed Antenna Nets</td><td>0</td></tr>
<tr><th colspan="2">Worst hold path</th></tr>
<tr><td>Hold path start</td><td>rB[3]</td></tr>
<tr><td>Class of the most critical hold timing path</td><td>in -&gt; out</td></tr>
<tr><th colspan="2">Timing</th></tr>
<tr><td>Final worst-path setup slack</td><td>2.298 ns</td></tr>
<tr><td>Count of pins over their slew limit</td><td>0</td></tr>
<tr><td>Least-Margin Pin Slew</td><td>1.132 ns</td></tr>
<tr><td>Count of final setup violators</td><td>0</td></tr>
<tr><td>Final sum of negative setup slack</td><td>0 ns</td></tr>
<tr><td>Setup repair after global routing missed its margin</td><td>no</td></tr>
<tr><td>Max_slew headroom</td><td>0.2259</td></tr>
<tr><td>Final-report hold violation count</td><td>0</td></tr>
<tr><th colspan="2">Placed design</th></tr>
<tr><td>Count of buffers from port buffering</td><td>1,229</td></tr>
<tr><td># placed instances</td><td>9,393</td></tr>
<tr><td>Placer congestion estimate</td><td>1.003</td></tr>
<tr><td>Total placed instance area</td><td>0.06646 mm²</td></tr>
<tr><td>Post-DP HPWL</td><td>383.1 mm</td></tr>
<tr><td>Worst slack at placement</td><td>1.802 ns</td></tr>
<tr><th colspan="2">Clock network</th></tr>
<tr><td>Clock tree from TritonCTS</td><td>done</td></tr>
<tr><td>CTS hold repair buffers</td><td>0</td></tr>
<tr><td>Clk root buf</td><td>sky130_fd_sc_hd__clkbuf_16</td></tr>
<tr><td>Post-cts resize count</td><td>0</td></tr>
<tr><td>Post-CTS setup buffer count</td><td>0</td></tr>
<tr><td>Total CTS buffers</td><td>118</td></tr>
<tr><td>Clock transition at path regs</td><td>0.03 ns</td></tr>
<tr><td>Depth of the CTS H-tree</td><td>3</td></tr>
<tr><td>Maximum root-to-sink buffer count</td><td>3</td></tr>
<tr><td>CTS sink cnt</td><td>960</td></tr>
<tr><th colspan="2">Power</th></tr>
<tr><td>Net switching fraction of the power</td><td>0.3515</td></tr>
<tr><td>Static Leakage</td><td>27.72 nW</td></tr>
<tr><td>Net Sw Power</td><td>2.271 mW</td></tr>
<tr><td>Cell area power density</td><td>86.71 mW/mm²</td></tr>
<tr><td>Portion of total power attributed to the clock network</td><td>0.488</td></tr>
<tr><td>Cell-internal power</td><td>4.191 mW</td></tr>
<tr><td>Sequential power share</td><td>0.368</td></tr>
<tr><td>Max VDD drop</td><td>0.00008302 V</td></tr>
<tr><td>Comb pwr share</td><td>0.144</td></tr>
<tr><th colspan="2">Setup path</th></tr>
<tr><td>Category of the worst setup path capture point</td><td>output port</td></tr>
<tr><td>Sort of element at the start of the critical path</td><td>register</td></tr>
<tr><td>Peak per-stage delay on the critical path</td><td>0.87 ns</td></tr>
<tr><td>Slowest CP cell</td><td>sky130_fd_sc_hd__a2111oi_0</td></tr>
<tr><td>Worst Path Max Fanout</td><td>3</td></tr>
<tr><td>Setup CP Type</td><td>reg -&gt; out</td></tr>
<tr><td>End point of the critical path</td><td>valB[44]</td></tr>
<tr><td>Worst path arrival time</td><td>13.94 ns</td></tr>
<tr><td>Chain of cells forming the critical path</td><td>mux2_2 -&gt; a22oi_1 -&gt; nor2_1 -&gt; a2111oi_0 -&gt; o22ai_1 -&gt; clkdlybuf4s50_1</td></tr>
<tr><td>Critical path data required time</td><td>16.24 ns</td></tr>
<tr><td>Startpoint of the worst setup timing path</td><td>rcx[44]</td></tr>
<tr><th colspan="2">Job</th></tr>
<tr><td>Max Cap Viol</td><td>0</td></tr>
<tr><td>Warning total across the stage logs</td><td>985</td></tr>
<tr><th colspan="2">Floorplan</th></tr>
<tr><td>Core Util at FP</td><td>0.1446</td></tr>
<tr><td>Core footprint</td><td>0.3332 mm²</td></tr>
<tr><td>Total Die Area</td><td>0.3576 mm²</td></tr>
<tr><td>Chip Width</td><td>598 µm</td></tr>
<tr><td>Site row count</td><td>212</td></tr>
<tr><td>Num ports</td><td>1,230</td></tr>
<tr><td>Die Ht</td><td>598 µm</td></tr>
<tr><th colspan="2">Outcome</th></tr>
<tr><td>Result of the run</td><td>completed</td></tr>
</table>
==> worst max-delay path: cells and delay by family, from the launching register on <==
family	cells	cell delay, ns
AND-OR/OR-AND	3	1.48
AND/OR/NAND/NOR	1	0.07
buffers and inverters	1	0.71
multiplexers	1	0.31
flip-flops	1	0.43
==> final cells by class <==
| class | count | area [µm²] | share of cell area |
|---|---|---|---|
| inverter | 29 | 120.1 | 0.001612 |
| antenna | 67 | 167.7 | 0.002250 |
| clock buffer | 119 | 2978 | 0.03996 |
| multi-input combinational | 2570 | 17940 | 0.2407 |
| timing repair buffer | 1446 | 14080 | 0.1890 |
| clock inverter | 1064 | 4918 | 0.06600 |
| sequential | 960 | 28830 | 0.3868 |
| tap | 4387 | 5489 | 0.07366 |
==> stage by stage <==
step / power, mW / hold slack, ns / util
6_report: 6.462 / 9.511 / 0.2237
3_3_place_gp: 3.579 / 9.507 / 0.1995
5_1_grt: 6.769 / 9.537 / 0.2233
2_1_floorplan: 2.913 / 8.323 / -
3_5_place_dp: 3.575 / 9.510 / 0.1995
4_1_cts: 6.477 / 9.505 / 0.2232
==> kinds of logic (layout without fill, tap and decap cells) <==
logic type | after synthesis | in the layout | synth area share
other cells | 0 | 67 | 0
mux | 247 | 247 | 0.06131
flops | 960 | 960 | 0.5983
compound gates | 1531 | 1531 | 0.2221
xor+xnor | 1 | 1 | 0.0001818
buf+inv | 406 | 2658 | 0.04306
simple gates | 791 | 791 | 0.07500
==> cells in the final DEF, fill, tap and decap left out, types with 24 or more instances in the layout <==
master / netlist / routed
sky130_fd_sc_hd__nor2_1: 95 / 76
sky130_fd_sc_hd__mux2i_1: 123 / 123
sky130_fd_sc_hd__a22o_1: 53 / 53
sky130_fd_sc_hd__mux2_4: 57 / 57
sky130_fd_sc_hd__a21oi_1: 159 / 152
sky130_fd_sc_hd__edfxtp_1: 960 / 960
sky130_fd_sc_hd__inv_1: 23 / 1000
sky130_fd_sc_hd__o211ai_1: 46 / 46
sky130_fd_sc_hd__o2bb2ai_1: 55 / 55
sky130_fd_sc_hd__a221oi_1: 66 / 66
sky130_fd_sc_hd__o22ai_1: 112 / 112
sky130_fd_sc_hd__o21ai_0: 290 / 290
sky130_fd_sc_hd__a2111oi_0: 48 / 47
sky130_fd_sc_hd__o21ai_1: 54 / 53
sky130_fd_sc_hd__nand2b_1: 41 / 31
sky130_fd_sc_hd__nor3_1: 41 / 40
sky130_fd_sc_hd__mux2_2: 50 / 50
sky130_fd_sc_hd__diode_2: 0 / 67
sky130_fd_sc_hd__a22oi_1: 366 / 366
sky130_fd_sc_hd__nand3_1: 32 / 32
sky130_fd_sc_hd__clkdlybuf4s50_1: 0 / 1221
sky130_fd_sc_hd__buf_4: 35 / 208
sky130_fd_sc_hd__a32oi_1: 24 / 24
sky130_fd_sc_hd__a31oi_1: 26 / 25
sky130_fd_sc_hd__clkbuf_16: 0 / 119
sky130_fd_sc_hd__nand2_1: 453 / 440
sky130_fd_sc_hd__o221ai_1: 82 / 82
==> metal layers <==
| layer | up-vias | global-route usage | part of all wire |
|---|---|---|---|
| li1 | 20300 | - | - |
| met1 | 26258 | 0.2652 | 0.30 |
| met2 | 6165 | 0.4074 | 0.43 |
| met3 | 1703 | 0.2340 | 0.18 |
| met4 | 66 | 0.1906 | 0.087 |
| met5 | - | 0.02842 | 0.0031 |
==> power groups by stage <==
stage | Sequential, mW | Combinational, mW | Clock [mW]
after CTS | 2.37 | 0.903 | 3.20
after global routing | 2.37 | 0.947 | 3.45
final | 2.38 | 0.930 | 3.15
==> how the worst min path moves through the flow <==
stage	end	slack (ns)	cells after the start
finish	valB[4]	9.51	5
CTS	valA[20]	9.51	4
global route	valB[4]	9.54	5
Power and IR drop assume default switching activity.
